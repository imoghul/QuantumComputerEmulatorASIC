--- flow/config.mk ---
export PLATFORM = sky130hd
export DESIGN_NAME = counter
export DESIGN_NICKNAME = counter
export VERILOG_FILES = /design/flow/design.v
export SDC_FILE = /design/flow/constraint.sdc
export NUM_CORES = 4
export LEC_CHECK = 1
export CORE_AREA = 10 10 78 78
export DIE_AREA = 0 0 88 88
--- flow/constraint.sdc ---
current_design counter

set clk_period 3.3
set clk_io_pct 0.2

create_clock -name clk0 -period $clk_period [get_ports {clock}]

set non_clock_inputs [all_inputs -no_clocks]
set_input_delay [expr $clk_period * $clk_io_pct] -clock clk0 $non_clock_inputs
set_output_delay [expr $clk_period * $clk_io_pct] -clock clk0 [all_outputs]
--- flow/design.v ---
module counter (input clock, input [7:0] in, input latch, input dec, input divide_by_two, output zero);
  reg [7:0] value;
  assign zero = value == 8'b0;
  always @(posedge clock) begin
    if (latch) value <= in;
    else if (!zero && dec) value <= value - 1'b1;
    else if (!zero && divide_by_two) value <= {1'b0, value[7:1]};
  end
endmodule
--- flow/run.sh ---
#!/bin/bash
# OpenROAD 26Q1-2900-gdf79404cd8, Yosys 0.63+post, stock flow scripts
make -C /OpenROAD-flow-scripts/flow DESIGN_CONFIG=/design/flow/config.mk WORK_HOME=/design/flow/orfs finish
==> changes_impl.md <==
### Metrics

- Final wirelength: 1386 µm
- Simple-Gate Fraction of Synth Area: 20.43%
- CP Capture Type: output pin
- Skew final: 0.003387 ns
- AND-OR/OR-AND share of the synthesized area: 18.72%
- # Cells Yosys: 63
- Die area: 7744 µm²
- Avg WL per Cell: 11.00 µm
- Syn avg cell area: 9.334 µm²
- Most frequent cells in the layout: clkdlybuf4s50_1 (12), edfxtp_1 (8), nand2_1 (7)
- Number of diodes: 0
- Postcts setup bufs: 0
- Dominant comb cell: simple AND/OR/NAND/NOR gates
- Worst reg2reg setup slack: 1.29 ns
- Sum of negative setup slack: 0 ns
- Achievable Freq: 0.3674 GHz
- Via density: 3.770
- Mapped Area: 588.1 µm²
- Mapped Cells: 63
- DRT iter0 DRCs: 51
- Sequential area share after synthesis: 40.85%
- Vias in the first global route: 474
- Status: complete, no violations
- Slew of the pin with the lowest slew margin: 0.5779 ns
- Bufs on Longest Clock Path: 2
- Post-CTS resize count: 0
- CTS tree: built
- Latency at later pin: 0.23 ns
- Largest net degree at the start of global routing: 19
- Fin. Hold Viols: 0
- Worst hold margin: 0.6865 ns
- FP Rows: 24
- Synth Warn #: 1
- Crit path DRT: 2.64 ns
- Pwr dens: 423.5 nW/µm²
- Port Buffer Count: 12
- DRT antenna net count: 0
- Area fraction in mux cells: 1.915%
- Tool warnings: 26
- Fillers: 465
- Post-layout util: 17.94%
- Slowest CP cell: or3b_1
- Startpoint Class: flip-flop
- WP data arrival: 2.06 ns
- Clock transition at the registers of the reported paths: 0.04 ns
- P_leak: 0.2730 nW
- Io pins: 13
- Distinct lib cells used: 26
- Most numerous logic cell after layout: clkdlybuf4s50_1
- Die height: 88 µm
- Largest reg by FF count: value
- Adder Share, Synth: 4.255%
- Crit Path Max Fanout: 8
- Initial antenna violation count: 0
- Max_slew headroom: 61.35%
- Hold-fix buffers at CTS: 0
- Root Driver: clkbuf_8
- Final min period: 2.722 ns
- First-pass GRT wire length: 2283 µm
- Layout cell share with drive strength beyond 1: 6.757%
- Die Wd: 88 µm
- Path depth of the worst reg2reg path: 4
- Via Count: 475
- Final period util: 82.48%
- Unrepaired setup endpoints after global routing: no
- Num Clock Sinks: 8
- GRT Resource Usage Total: 3.681%
- Pre-antenna DRT Iters: 4
- Flops out of synthesis: 8
- HP Class: flip-flop to flip-flop
- Peak VDD IR: 0.0001233 V
- Top Registers: value: 8 flops
- Hold depth: 2
- Core area: 4414 µm²
- Cts bufs inserted: 3
- Max Cap Violations: 0
- Yosys xor share: 7.447%
- Worst-path cell chain: nor4_2 -> or3b_1 -> inv_1 -> clkdlybuf4s50_1
- DRC Markers: 0
- Area grow syn2layout: 34.68%
- Final Max Slew Viols: 0
- Finish-stage setup viols: 0
- Final RePlAce weighted congestion: 0.8921
- Total grt overflow: 0
- Worst Path Class, Setup: flip-flop to output pin
- H-tree Lvls: 1
- Yosys stat area: 588.1 µm²
- Fp_density: 13.32%
- CP peak stage delay: 0.50 ns
- Largest register FFs: 8
[worst max-delay path: cells and delay by family, from the launching register on]
family / cells / cell delay (ns)
buffers and inverters: 2 / 0.55
and+or+nand+nor: 2 / 0.83
DFF: 1 / 0.44
[metal layers]
layer / global-route usage [%] / wire [µm] / share of wire [%]
met1: 5.329 / 705 / 51
met2: 4.233 / 501 / 36
met5: 0 / 0 / 0
met4: 0.5797 / 0 / 0
met3: 2.713 / 180 / 13
[kinds of logic after synthesis]
family | count (synthesis)
flops | 8
buf+inv | 8
xor+xnor | 5
compound gates | 18
mux | 1
simple gates | 21
fa+ha+maj | 2
[cell usage after synthesis]
cell / number / area [µm²]
a211oi_1: 1 / 7.510
a21oi_1: 6 / 30.03
a221oi_1: 1 / 8.760
a22o_1: 1 / 8.760
a31o_1: 2 / 17.52
buf_1: 1 / 3.750
buf_6: 1 / 11.26
clkbuf_1: 2 / 7.510
edfxtp_1: 8 / 240.2
ha_1: 2 / 25.02
inv_1: 4 / 15.01
mux2_2: 1 / 11.26
nand2_1: 7 / 26.28
nand2b_1: 2 / 12.51
nor2_1: 2 / 7.510
nor2b_1: 1 / 6.260
nor3_1: 2 / 10.01
nor3b_1: 4 / 30.03
nor4_2: 1 / 12.51
o21ai_0: 4 / 20.02
o21ai_1: 2 / 10.01
o31ai_1: 1 / 7.510
or3_1: 1 / 6.260
or3b_1: 1 / 8.760
xnor2_1: 2 / 17.52
xor2_1: 3 / 26.28
[path summary, 6_finish.rpt]
check / startpoint / to
worst max-delay path: value[4]$_DFFE_PP_ / zero
worst min register to register: value[1]$_DFFE_PP_ / value[0]$_DFFE_PP_
worst max register to register: value[4]$_DFFE_PP_ / value[5]$_DFFE_PP_
worst min-delay path: value[1]$_DFFE_PP_ / value[0]$_DFFE_PP_
[report_power, final]
group	internal [mW]	switching, mW	total (mW)
clock	0.0790	0.0379	0.117
sequential	0.131	0.0163	0.147
combinational	0.0400	0.0318	0.0717
total	0.249	0.0859	0.335
[area by class of cell]
class | count | area [µm²] | share of cell area [%]
inverter | 4 | 15.01 | 1.896
sequential | 8 | 240.2 | 30.33
tap | 52 | 65.06 | 8.215
timing repair buffer | 12 | 120.1 | 15.17
clock buffer | 3 | 41.29 | 5.213
multi-input combinational | 47 | 310.3 | 39.18
[through the flow]
stage / instance area (µm²) / worst slack (ns) / instances / power (mW)
after floorplan: 588.1 / 1.368 / 63 / 0.1944
after global placement: 750.7 / 0.8230 / 123 / 0.2193
after detailed placement: 750.7 / 0.8120 / 123 / 0.2189
after CTS: 792.0 / 0.5561 / 126 / 0.3386
after global routing: 792.0 / 0.4355 / 126 / 0.3553
final: 792.0 / 0.5782 / 126 / 0.3354
No activity file was given, so power comes from the tool's default toggle rates.
