<file path="config.mk">
export PLATFORM = sky130hd
export DESIGN_NAME = review
export DESIGN_NICKNAME = review
export VERILOG_FILES = /design/flow/design.v
export SDC_FILE = /design/flow/constraint.sdc
export NUM_CORES = 4
export LEC_CHECK = 1
export CORE_AREA = 10 10 70 70
export DIE_AREA = 0 0 80 80
</file>
<file path="constraint.sdc">
current_design review

set clk_period 2.0
set clk_io_pct 0.2

create_clock -name clk0 -period $clk_period [get_ports {clock}]

set non_clock_inputs [all_inputs -no_clocks]
set_input_delay [expr $clk_period * $clk_io_pct] -clock clk0 $non_clock_inputs
set_output_delay [expr $clk_period * $clk_io_pct] -clock clk0 [all_outputs]
</file>
<file path="design.v">
module review (
    input wire clock,
    input wire [3:0] NumberIn,
    input wire start,
    output wire overflow,
    output wire [3:0] count
);
  wire is5;
  assign is5 = !(NumberIn[0] ^ 1) && !(NumberIn[1] ^ 0) && !(NumberIn[2] ^ 1) && !(NumberIn[3] ^ 0);
  wire [3:0] accumVal, nextCount;
  wire overflowSel, overflowVal, nextOverflow;
  assign {overflowSel, accumVal} = is5 ? (1 + count) : (count);
  assign nextCount = start ? 0 : accumVal;
  reg [3:0] countVal;
  reg overflowReg;
  assign count = countVal;
  assign overflowVal = overflowSel ? 1 : overflow;
  assign nextOverflow = start ? 0 : overflowVal;
  assign overflow = overflowReg;
  always @(posedge clock) begin
    countVal <= nextCount;
    overflowReg = nextOverflow;
  end
endmodule
</file>
<file path="run.sh">
#!/bin/bash
# OpenROAD 26Q1-2900-gdf79404cd8, Yosys 0.63+post, stock flow scripts
make -C /OpenROAD-flow-scripts/flow DESIGN_CONFIG=/design/flow/config.mk WORK_HOME=/design/flow/orfs finish
</file>
==> results.sh <==
# source this file to load flow results
export IMPL_status="complete, no violations"
export IMPL_clockBufferDepth=2
export IMPL_drt_iter0_markers=3
export IMPL_grt_antenna_before_repair=0
export IMPL_ir_drop_mv=0.1263
export IMPL_max_freq_mhz=627.2
export IMPL_cts_hold_buf=0
export IMPL_post_cts_setup_buffers=0
export IMPL_regArea_um2=100.1
export IMPL_drive_gt1_frac=0.1667
export IMPL_grt_pass1_wl_um=931
export IMPL_fillers=400
export IMPL_dieArea_mm2=0.006400
export IMPL_tritoncts="built"
export IMPL_ys_cells=22
export IMPL_coreArea_mm2=0.003416
export IMPL_avgSynthCellArea_um2=9.896
export IMPL_gr_total_overflow=0
export IMPL_slew_headroom=0.8337
export IMPL_lay_top_cells="clkdlybuf4s50_1 (10), nor2_1 (5), dfxtp_1 (5)"
export IMPL_ys_sh_simple=0.2184
export IMPL_insertion_delay_ps=230
export IMPL_yosys_area_um2=217.7
export IMPL_portBuffers=10
export IMPL_routabilityCongestion=0.7157
export IMPL_start_kind="primary input"
export IMPL_skew_ps=3.046
export IMPL_top_cells_by_count="dfxtp_1 (5), nor2_1 (5)"
export IMPL_cts_sinks=5
export IMPL_cp_slowest_cell="clkdlybuf4s50_1"
export IMPL_critical_path_class="primary input to flip-flop"
export IMPL_initial_core_util=0.06374
export IMPL_first_pass_iters=4
export IMPL_rsz0062_at_grt="false"
export IMPL_netlist_area_um2=217.7
export IMPL_cts_root_buf="clkbuf_4"
export IMPL_finalClockPeriodUsage=0.7972
export IMPL_warning_count=25
export IMPL_yosysWarnings=1
export IMPL_num_rows=21
export IMPL_synthArstFlopShare=0
export IMPL_ios=11
export IMPL_hold_viol=0
export IMPL_netlist_instances=22
export IMPL_postSynthSeqShare=0.4598
export IMPL_hp_class="flip-flop to flip-flop"
export IMPL_worstSetupEndpointType="flip-flop"
export IMPL_fin_ws_ps=405.7
export IMPL_fin_hold_ws_ps=476.6
export IMPL_final_core_util=0.1183
export IMPL_die_h_um=80
export IMPL_setup_violations=0
export IMPL_timing_final_max_slew_violations=0
export IMPL_xor_area_frac=0.04023
export IMPL_synthTopLogicFamily="simple AND/OR/NAND/NOR gates"
export IMPL_powerDensity_mw_per_mm2=574.4
export IMPL_htreeDepth=1
export IMPL_vias=212
export IMPL_slowest_delay_ps=450
export IMPL_routedWlPerCell_um=7.244
export IMPL_yosysTopAreaCell="dfxtp_1"
export IMPL_synth_cell_types=14
export IMPL_adder_share=0.05747
export IMPL_compound_area_frac=0.1034
export IMPL_fin_tns_setup_ps=0
export IMPL_cap_violations=0
export IMPL_drc=0
export IMPL_mostFrequentLayoutCell="clkdlybuf4s50_1"
export IMPL_cts_resized=0
export IMPL_via_per_inst=2.585
export IMPL_wl_um=594
export IMPL_topCellsByArea="dfxtp_1 (46%), nor2_1 (8.6%), ha_1 (5.7%)"
export IMPL_synth_top_area_share=0.4598
export IMPL_ant_nets=0
export IMPL_p_leak_nw=0.1410
export IMPL_numCtsBuffers=3
export IMPL_fp_dieW_um=80
export IMPL_synth_flops=5
export IMPL_comb_area_um2=112.6
export IMPL_crit_chain="clkdlybuf4s50_1, nor4bb_1, buf_4, nand4_1, mux2_2"
export IMPL_track_usage=0.01808
export IMPL_flop_cell="dfxtp_1"
export IMPL_ys_sh_mux=0.09770
export IMPL_worstPathMaxFanout=6
export IMPL_cp_arrival_ps=1720
export IMPL_finalCriticalPeriod_ps=1594
export IMPL_areaGrowthSynthToFinish_pct=85.63
export IMPL_grt_pass1_vias=196
export IMPL_clkSlewWorstSetupHoldPaths_ps=40
export IMPL_post_place_ws_ps=160.8
export IMPL_tightest_slew_ps=246.0
export IMPL_grt_max_degree=8
export IMPL_edf_count=0
export IMPL_worstPathRequired_ps=2120
export IMPL_diodes=0
## metrics by stage
stage	instances	power, mW	instance area [um^2]
floorplan	22	0.1083	217.7
global placement	78	0.1217	377.9
detailed placement	78	0.1222	377.9
CTS	82	0.2378	404.1
global route	82	0.2507	404.1
finish	82	0.2322	404.1
## critical path: cells and delay by family
family / cells / cell delay (ps)
buffers and inverters: 2 / 650
and+or+nand+nor: 2 / 390
muxes: 1 / 280
## power breakdown
group	leakage, nW	switching [mW]	internal [mW]
clock	0.0150	0.0367	0.0751
combinational	0.0857	0.00520	0.0132
sequential	0.0403	0.000977	0.101
## logic make-up after synthesis
logic type / Yosys count
and+or+nand+nor: 9
AOI/OAI and AO/OA: 3
DFF: 5
adders and majority gates: 1
xor gates and xnor gates: 1
muxes: 2
buffers and inverters: 1
## state kept, by name, summed over array words and instances (netlist names)
name / flops
countVal: 4
overflowReg: 1
## layout make-up
class | instances | area share
repair buffers | 11 | 0.2663
clock buffers | 4 | 0.06502
flip-flops and latches | 5 | 0.2477
well taps | 46 | 0.1424
multi-input cells | 16 | 0.2786
## layer usage
layer  wire, um  track usage  vias up  part of all wire
met5          0            0        -                 0
met4         27      0.01232        0             0.045
met3          6     0.004545        2             0.010
met2        381      0.03612        4              0.64
met1        178      0.01467       98              0.30
li1           -            -      108                 -
## worst paths after layout
kind                    start          end  slack (ps)  depth (start not counted)
setup / recovery  NumberIn[2]  countVal[3]         410                          5
hold / removal    overflowReg  overflowReg         480                          2
setup reg to reg  countVal[0]  countVal[2]        1000                          3
hold reg to reg   overflowReg  overflowReg         480                          2
Power and IR drop assume default switching activity.
